===== /design/flow/design.v =====
module dwc_rsp0 #(
    parameter unsigned INPUT_DATA_WIDTH = 128,
    parameter unsigned OUTPUT_DATA_WIDTH = 32,
    parameter unsigned RSP_WORD_NUMBER = INPUT_DATA_WIDTH / OUTPUT_DATA_WIDTH
) (
    input logic clk,
    input logic rst_n,
    output logic id_rsp_valid,
    input logic id_rsp_ready,
    output logic [OUTPUT_DATA_WIDTH-1:0] id_rsp_rdata,
    input logic fifo_rsp_valid,
    output logic fifo_rsp_ready,
    input logic [INPUT_DATA_WIDTH-1:0] fifo_rsp_rdata,
    output logic [1:0] state
);
localparam int WORD_COUNT_WIDTH = (RSP_WORD_NUMBER > 1) ? $clog2(RSP_WORD_NUMBER) : 1;
logic [INPUT_DATA_WIDTH-1:0] data_buf;
logic [OUTPUT_DATA_WIDTH-1:0] unpack_data_buf;
logic [WORD_COUNT_WIDTH:0] word_count;
typedef enum logic [1:0] {
    LOAD,
    UNPACK,
    SEND
} State;
State current_state, next_state;
always_comb begin
    next_state = current_state;
    case (current_state)
    LOAD: begin
        if (fifo_rsp_valid && RSP_WORD_NUMBER != 1) begin
            next_state = UNPACK;
        end else if (fifo_rsp_valid && RSP_WORD_NUMBER == 1) begin
            next_state = SEND;
        end
    end
    UNPACK: begin
        next_state = SEND;
    end
    SEND: begin
        if (id_rsp_ready && RSP_WORD_NUMBER != 1 && word_count != RSP_WORD_NUMBER) begin
            next_state = UNPACK;
        end else if (id_rsp_ready && RSP_WORD_NUMBER != 1 && word_count == RSP_WORD_NUMBER) begin
            next_state = LOAD;
        end else if (id_rsp_ready && RSP_WORD_NUMBER == 1) begin
            next_state = LOAD;
        end else begin
            next_state = SEND;
        end
    end
    endcase
end
always_ff @(posedge clk or negedge rst_n) begin
    if (!rst_n) begin
        current_state <= LOAD;
    end else begin
        current_state <= next_state;
    end
end
always_ff @(posedge clk or negedge rst_n) begin
    if (!rst_n) begin
        fifo_rsp_ready <= 0;
        id_rsp_valid <= 0;
        id_rsp_rdata <= 0;
        data_buf <= 0;
        word_count <= 0;
        unpack_data_buf <= 0;
        state <= 0;
    end else begin
        fifo_rsp_ready <= 0;
        id_rsp_valid <= 0;
        case(current_state)
        LOAD: begin
            word_count <= 0;
            if (fifo_rsp_valid) begin
                fifo_rsp_ready <= 1;
                data_buf <= fifo_rsp_rdata;
            end
        end
        UNPACK: begin
            state <= UNPACK;
            unpack_data_buf <= data_buf[word_count * OUTPUT_DATA_WIDTH +: OUTPUT_DATA_WIDTH];
            word_count <= word_count + 1;
        end
        SEND: begin
            state <= SEND;
            id_rsp_valid <= 1;
            if (RSP_WORD_NUMBER != 1) id_rsp_rdata <= unpack_data_buf;
            else if (RSP_WORD_NUMBER == 1) id_rsp_rdata <= data_buf;
        end
        endcase
    end
end
endmodule

===== /design/flow/run.sh =====
#!/bin/bash
# OpenROAD 26Q1-2900-gdf79404cd8, Yosys 0.63+post, stock flow scripts
make -C /OpenROAD-flow-scripts/flow DESIGN_CONFIG=/design/flow/config.mk WORK_HOME=/design/flow/orfs finish

===== /design/flow/config.mk =====
export PLATFORM = sky130hd
export DESIGN_NAME = dwc_rsp0
export DESIGN_NICKNAME = dwc_rsp0
export VERILOG_FILES = /design/flow/design.v
export SDC_FILE = /design/flow/constraint.sdc
export NUM_CORES = 4
export LEC_CHECK = 1
export CORE_UTILIZATION = 40
export SYNTH_HDL_FRONTEND = slang

===== /design/flow/constraint.sdc =====
current_design dwc_rsp0

set clk_period 6.7
set clk_io_pct 0.2

create_clock -name clk0 -period $clk_period [get_ports {clk}]

set non_clock_inputs [all_inputs -no_clocks]
set_input_delay [expr $clk_period * $clk_io_pct] -clock clk0 $non_clock_inputs
set_output_delay [expr $clk_period * $clk_io_pct] -clock clk0 [all_outputs]

==> flow_metrics.py <==
# Synthesis and PnR figures
metrics = {
    "outcome": {
        "outcome": "finished clean",
    },
    "placed_design": {
        "place_area_um2": 10100,
        "globalplace.congestion": 0.790,
        "place_inst": 894,
        "portBuffers": 167,
        "dp_hpwl_um": 11000,
    },
    "logic_synthesis": {
        "ys_seq_share_pct": 60.9,
        "ys_area_um2": 8300,
        "yosysWarnings": 0,
        "netlist_instances": 484,
        "syn-cell-area_um2": 8300,
        "syn_avg_cell_area_um2": 17.1,
        "ys_cells": 484,
        "ys_ff": 202,
        "ys_types": 26,
    },
    "grt": {
        "grt-ovfl-total": 0,
        "grt_pass1_vias": 5193,
        "grtUsageTotal_pct": 17.4,
        "grt_max_degree": 134,
        "antenna_found_initial": 0,
        "grt_pass1_wl_um": 28000,
    },
    "critical_path": {
        "crit_path_cell_trace": "clkdlybuf4s50_1 > and2_4 > buf_4 > mux2_2",
        "critPathArrivalTime_ns": 3.41,
        "r2r-start": "current_state[0]",
        "critical_path_class": "input port to flip-flop",
        "critPathMaxStageDelay_ns": 0.61,
        "reg2reg_to": "data_buf[17]",
        "ff2ff_setup_slack_ns": 4.40,
        "cp_max_fo": 46,
        "crit_path_start_kind": "input port",
        "required_ns": 7.07,
        "crit_start": "fifo_rsp_valid",
        "end_kind": "flip-flop",
        "endpoint": "data_buf[17]",
        "reg2reg_depth": 3,
        "cp_slowest_cell": "buf_4",
    },
    "clocking": {
        "hold_buffers": 0,
        "cts.clk_slew.worst_paths_ns": 0.05,
        "insertion_delay_ns": 0.49,
        "cts_resized": 0,
        "post_cts_buffers": 0,
        "clock_sinks": 202,
        "tritoncts": "yes",
        "clockBufferDepth": 3,
        "cts_buffers": 23,
        "htree_num_levels": 1,
        "clock-root-buffer": "clkbuf_16",
    },
    "final_timing": {
        "rsz0062_at_grt": "no",
        "setup_tns_ns": 0,
        "report.final.hold_viol_count": 0,
        "setup_viol": 0,
        "timing.fmax_mhz": 329,
        "report.final.slew_viol_count": 0,
        "period_needed_ns": 3.04,
        "worstMarginPinSlew_ns": 0.769,
        "finalClockPeriodUsage_pct": 45.4,
        "slew-limit-headroom_pct": 48.7,
        "fin_skew_ns": 0.00562,
    },
    "routing": {
        "dr.pass1.iters": 3,
        "num_vias": 4713,
        "top_layer_used": "met4",
        "drt-met1-wl_um": 7370,
        "drc": 0,
        "diodes": 0,
        "wl_met2_um": 7850,
        "wl_per_cell_um": 17.9,
        "drt_iter0_markers": 132,
        "avgViaCountPerCell": 5.06,
        "wl_met3_um": 1130,
        "wirelength_um": 16700,
        "final_antenna_net_count": 0,
    },
    "power_and_ir_drop": {
        "peakVddDrop_mv": 0.180,
        "p_per_area_nw_per_um2": 423,
        "p_leak_nw": 4.70,
    },
    "finish": {
        "fin_cells": 931,
        "area_growth_pct": 29.8,
        "fillers": 1644,
        "drive_gt1_share_pct": 33.6,
        "final_area_um2": 10800,
        "final_layout_top_logic_cell": "dfrtp_1",
        "fin_util_pct": 53.1,
        "layout_top_cells": "dfrtp_1, clkdlybuf4s50_1, mux2_2",
    },
    "die": {
        "die_h_um": 146,
        "rows": 52,
        "initCoreUtil_pct": 40.9,
        "ioPinCount": 168,
        "coreArea_um2": 20300,
        "die_x_um": 146,
        "die-area_um2": 21300,
    },
    "hold_path": {
        "hold_class": "flip-flop to flip-flop",
    },
    "job": {
        "warnings": 28,
        "drv_cap": 0,
    },
}
[how the worst min path moves through the flow]
stage,cells past startpoint,startpoint,endpoint
after CTS,1,data_buf[26],data_buf[26]
after global routing,1,data_buf[25],data_buf[25]
final,1,data_buf[26],data_buf[26]
[cells in the mapped netlist]
cell type | n | area (um^2)
a21o_1 | 1 | 7.51
a22o_1 | 33 | 289
a31o_2 | 1 | 8.76
and2_1 | 1 | 6.26
buf_12 | 2 | 40.0
buf_2 | 14 | 70.1
buf_6 | 12 | 135
buf_8 | 1 | 15.0
clkbuf_1 | 6 | 22.5
clkinv_1 | 1 | 3.75
dfrtp_1 | 201 | 5030
dfstp_2 | 1 | 26.3
ha_1 | 2 | 25.0
inv_1 | 4 | 15.0
mux2_1 | 10 | 113
mux2_2 | 150 | 1690
mux2i_1 | 1 | 10.0
mux4_1 | 4 | 105
mux4_2 | 28 | 631
nand2_1 | 3 | 11.3
nor2_1 | 2 | 7.51
nor2b_1 | 1 | 6.26
o21ai_0 | 2 | 10.0
o22ai_1 | 1 | 6.26
o31ai_1 | 1 | 7.51
or3b_2 | 1 | 8.76
[final cells by class]
class / instances / area (um^2) / area share, %
inverters: 5 / 18.8 / 0.174
flip-flops and latches: 202 / 5060 / 47.0
clock buffers: 36 / 654 / 6.07
multi-input cells: 242 / 2950 / 27.4
repair buffers: 175 / 1750 / 16.2
clock inverters: 1 / 5.00 / 0.0464
well taps: 270 / 338 / 3.14
[per-layer routing]
| metal | vias up | GRT usage (%) |
|---|---|---|
| met1 | 2412 | 26.7 |
| met4 | 0 | 2.92 |
| met3 | 28 | 5.00 |
| li1 | 2132 | - |
| met5 | - | 0 |
| met2 | 141 | 26.4 |
[critical path: cells and delay by family]
kind | cells | cell delay, ns
multiplexers | 1 | 0.41
buffers and inverters | 2 | 1.09
AND/OR/NAND/NOR | 1 | 0.52
[cell families after synthesis]
kind of cell,Yosys count,share of synthesized area (%)
flops,202,60.9
mux,193,30.7
simple gates,8,0.483
compound gates,39,3.97
fa+ha+maj,2,0.301
buf+inv,40,3.63
[metrics by stage]
step                power (mW)  hold slack, ns  setup WS (ns)
floorplan                 2.98           0.349           4.36
global route              4.86           0.509           3.58
finish                    4.56           0.483           3.66
global placement          3.45           0.465           3.23
detailed placement        3.50           0.474           3.17
CTS                       4.64           0.488           3.69
[where the power goes]
group	internal (mW)	total (mW)	switching [mW]
Sequential	1.77	2.09	0.320
Clock	0.661	1.10	0.441
Combinational	0.955	1.37	0.412
Total	3.38	4.56	1.17
[registers in the layout, indices dropped and copies added, names as in the netlist]
signal	flops
unpack_data_buf	32
current_state	3
word_count	3
id_rsp_rdata	32
id_rsp_valid	1
data_buf	128
fifo_rsp_ready	1
state	2
Power and IR drop assume default switching activity.
