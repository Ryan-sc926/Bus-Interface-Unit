==> design/flow/design.v <==
module fifo_rsp0 #(
    parameter unsigned FIFO_DEPTH = 8,
    parameter unsigned INPUT_DATA_WIDTH = 128,
    parameter unsigned OUTPUT_DATA_WIDTH = 128
)
(
    input logic clk,
    input logic rst_n,
    output logic fifo_rsp_valid,
    input logic fifo_rsp_ready,
    output logic [INPUT_DATA_WIDTH-1:0] fifo_rsp_rdata,
    input logic biu_rsp_valid,
    output logic biu_rsp_ready,
    input logic [OUTPUT_DATA_WIDTH-1:0] biu_rsp_rdata
);
localparam int FIFO_DEPTH_LOG = $clog2(FIFO_DEPTH);
logic empty;
logic full;
logic [FIFO_DEPTH_LOG:0] write_ptr;
logic [FIFO_DEPTH_LOG:0] read_ptr;
logic [OUTPUT_DATA_WIDTH-1:0] fifo [0:FIFO_DEPTH-1];
assign empty = (write_ptr == read_ptr);
assign full = (write_ptr[FIFO_DEPTH_LOG] != read_ptr[FIFO_DEPTH_LOG]) &&
              (write_ptr[FIFO_DEPTH_LOG-1:0] == read_ptr[FIFO_DEPTH_LOG-1:0]);
always_ff @(posedge clk or negedge rst_n) begin
    if (!rst_n) begin
        fifo_rsp_valid <= 0;
        fifo_rsp_rdata <= 0;
        biu_rsp_ready <= 0;
        write_ptr <= 0;
        read_ptr <= 0;  
    end else begin      
        biu_rsp_ready  <= !full && biu_rsp_valid;
        if (biu_rsp_valid && biu_rsp_ready && !full) begin
            biu_rsp_ready <= 0;
            fifo[write_ptr[FIFO_DEPTH_LOG-1:0]] <= biu_rsp_rdata;
            write_ptr <= write_ptr + 1;
        end
        if (!empty && !fifo_rsp_ready) begin
            fifo_rsp_valid <= 1;
            fifo_rsp_rdata  <= fifo[read_ptr[FIFO_DEPTH_LOG-1:0]];
        end
        if (fifo_rsp_valid && fifo_rsp_ready) begin
            fifo_rsp_valid <= 0;
            read_ptr <= read_ptr + 1;
        end
    end
end
endmodule
==> design/flow/run.sh <==
#!/bin/bash
# OpenROAD 26Q1-2900-gdf79404cd8, Yosys 0.63+post, stock flow scripts
make -C /OpenROAD-flow-scripts/flow DESIGN_CONFIG=/design/flow/config.mk WORK_HOME=/design/flow/orfs finish
==> design/flow/config.mk <==
export PLATFORM = sky130hd
export DESIGN_NAME = fifo_rsp0
export DESIGN_NICKNAME = fifo_rsp0
export VERILOG_FILES = /design/flow/design.v
export SDC_FILE = /design/flow/constraint.sdc
export NUM_CORES = 4
export LEC_CHECK = 1
export CORE_UTILIZATION = 30
export SYNTH_HDL_FRONTEND = slang
==> design/flow/constraint.sdc <==
current_design fifo_rsp0

set clk_period 50.4
set clk_io_pct 0.2

create_clock -name clk0 -period $clk_period [get_ports {clk}]

set non_clock_inputs [all_inputs -no_clocks]
set_input_delay [expr $clk_period * $clk_io_pct] -clock clk0 $non_clock_inputs
set_output_delay [expr $clk_period * $clk_io_pct] -clock clk0 [all_outputs]
==> Slide: Implementation Results <==
Key Metrics from the Run

Outcome
  – Status: finished, final reports clean

CTS
  – Source-to-sink clock delay at the later pin of the worst-skew pair: 720 ps
  – Number of cells upsized or downsized after cts: 0
  – H-tree depth: 3
  – Maximum root-to-sink buffer count: 3
  – TritonCTS clock tree: done
  – Clock transition time at the flip-flop clock pins of the worst setup and hold paths: 60 ps
  – # hold bufs at CTS: 0
  – CTS Root Buffer Type: clkbuf_16
  – Post-CTS setup buffers: 0
  – Sinks on the clock net: 1162
  – Clock buffer count from CTS: 117

Worst setup path
  – Worst-path fanout max: 40
  – Sort of element at the start of the critical path: input pin
  – Worst stage delay on the critical path: 690 ps
  – Critical Path Most Common Cell: buf_4
  – CP cell instances: clkdlybuf4s50_1 > nand2_1 > a41oi_2 > nand3b_1 > nor2_4 > buf_4 > buf_4
  – Critical path start-end classification: input pin to flop
  – Data arrival, critical path: 13340 ps
  – Number of buffers and inverters on the critical path: 3
  – Top delay family on crit path: buffers and inverters
  – Required time of the critical path: 50740 ps
  – Endpoint class of the critical path: flop
  – Highest-delay cell along the critical path: nor2_4

Floorplan
  – Floorplan core area: 0.143 mm²
  – Floorplan die area: 0.146 mm²
  – Vertical die dimension: 382 µm
  – Boundary pin count: 262
  – Cell Rows: 139
  – Initial Utilization: 30.2%
  – Die X-Extent: 382 µm

Placed design
  – PortBufs: 261
  – Post-DP HPWL: 55600 µm
  – Final estimated routing congestion in global placement: 0.771

Global route
  – First-pass GRT wire length: 140000 µm
  – Initial antenna violation count: 22
  – Pin count of the biggest net entering global routing: 75
  – Global routing usage summed across all routing layers: 13.9%
  – Number of global-route vias before repair: 22300
  – Remaining Overflow, GRT: 0

Route
  – Drt drc: 0
  – 1st-iter DRT viols: 929
  – Via-to-Cell Ratio: 4.65
  – Total Routed Length: 94400 µm
  – Drt wl/cell: 22.0 µm
  – Drt pass-1 iters: 5
  – Post-DRT Antenna Nets: 0
  – Routed vias: 19900

Logic synthesis
  – Register bit count reported by yosys: 1162
  – Mapped Cells: 1947
  – Cell taking the most area after synthesis: edfxtp_1
  – Sequential share of the synthesized area: 78.8%
  – Top area cell types: edfxtp_1 71%, mux4_2 13%, dfrtp_1 8.0%
  – Post-synth tally of flip-flops with integrated enable: 1024
  – Yosys chip area: 0.0434 mm²
  – Number of cell instances after yosys synthesis: 1947
  – Distinct cell type count after synthesis: 26
  – Cell area after synthesis: 0.0434 mm²
  – Total of warnings raised by yosys: 0
  – Post-synthesis async set-or-reset flop share: 11.9%
  – Post-synthesis average cell area: 22.3 µm²
  – Commonest flop: edfxtp_1
  – Top-area cell share: 70.9%

Final timing
  – Final setup fails: 0
  – Minimum clock period: 13000 ps
  – Fmax: 76.9 MHz
  – Setup TNS: 0 ps
  – Worst max-slew margin expressed relative to the limit: 45.2%
  – Setup repair after global routing missed its margin: no
  – Worst Tran Pin Value: 820 ps
  – Number of slew-limit violations in the final report: 0
  – Cycle use final: 25.8%
  – Hold_ws: 495 ps
  – Clock Skew: 30.7 ps
  – Final Hold Fails: 0

Power and ir drop
  – Lkg Pwr: 16.8 nW
  – Max IR drop VDD: 0.0359 mV
  – Power density over the cells: 53.1 mW/mm²

Finish
  – Share of post-route cells with drive strength above 1: 21.0%
  – Area overhead of the layout relative to synthesis: 20.2%
  – Filler cell count in the final layout: 12800

Hold path
  – Worst hold-check path type: flop to flop

Flow run
  – Count of warning messages emitted by the tools: 26
  – Max-cap check violation count: 0
[layout by cell type, fill, tap and decap left out, drive strengths merged, types with 3 or more instances in the layout]
cell type,count
a21oi,128
clkbuf,158
xor2,3
edfxtp,1024
clkinv,38
mux2i,128
xnor2,8
bufinv,14
dfrtp,138
mux4,256
nor2,134
nand3,4
nand2,5
diode,5
clkdlybuf4s50,260
buf,49
inv,7
clkinvlp,7
[cell usage after synthesis, drive strengths merged (3+ instances only)]
master / count
nor2: 134
buf: 88
nand3: 4
mux4: 256
xnor2: 8
a21oi: 128
dfrtp: 138
edfxtp: 1024
clkbuf: 15
xor2: 3
mux2i: 128
nand2: 5
[layout make-up]
| type | count | area (µm²) | area share (%) |
|---|---|---|---|
| Antenna cell | 5 | 12.5 | 0.0240 |
| Clock buffer | 157 | 3180 | 6.10 |
| Clock inverter | 65 | 781 | 1.50 |
| Inverter | 1 | 3.75 | 0.00720 |
| Multi-Input combinational cell | 681 | 8560 | 16.4 |
| Sequential cell | 1162 | 34200 | 65.6 |
| Tap cell | 1903 | 2380 | 4.57 |
| Timing Repair Buffer | 310 | 3010 | 5.77 |
[power by group]
group | switching, W | total [W] | leakage, nW | internal, W
logic | 0.000326 | 0.000690 | 4.18 | 0.000364
clock network | 0.000362 | 0.000878 | 1.91 | 0.000516
registers | 0.0000663 | 0.00120 | 10.7 | 0.00113
total | 0.000754 | 0.00277 | 16.8 | 0.00201
[stage by stage]
step | setup slack (ps) | total power (W) | cell area [µm²] | util (%) | instances
after floorplan | 26140 | 0.00166 | 43400 | - | 1947
after global placement | 36620 | 0.00192 | 48200 | 33.6 | 4057
after detailed placement | 36580 | 0.00193 | 48200 | 33.6 | 4057
after CTS | 37340 | 0.00282 | 52100 | 36.3 | 4279
after global routing | 37190 | 0.00291 | 52100 | 36.3 | 4284
final | 37400 | 0.00277 | 52100 | 36.3 | 4284
[path summary, 6_finish.rpt]
kind / from / end / slack [ps] / cells past startpoint
setup / recovery: biu_rsp_valid / fifo[6][115]$_DFFE_PP_ / 37400 / 7
min in group asynchronous: rst_n / fifo_rsp_rdata[58]$_DFFE_PN0P_ / 9250 / 1
max in group asynchronous: rst_n / fifo_rsp_rdata[25]$_DFFE_PN0P_ / 39620 / 3
hold reg to reg: biu_rsp_ready$_DFF_PN0_ / biu_rsp_ready$_DFF_PN0_ / 490 / 1
hold / removal: biu_rsp_ready$_DFF_PN0_ / biu_rsp_ready$_DFF_PN0_ / 490 / 1
setup reg to reg: read_ptr[1]$_DFFE_PN0P_ / fifo[6][115]$_DFFE_PP_ / 46300 / 6
[logic make-up (layout without fill, tap and decap cells)]
group           Yosys count  count (layout)  synth area share, %
other cells               0               5                    0
compound gates          131             131                 1.57
mux                     386             386                 16.3
buf+inv                 104             533                 1.58
simple gates            151             151                 1.38
flops                  1162            1162                 78.8
xor+xnor                 11              11                0.274
fa+ha+maj                 2               2               0.0577
[flip-flops by register name, summed over array words and instances, names as in the netlist]
signal          count
fifo             1024
fifo_rsp_rdata    128
read_ptr            4
write_ptr           4
biu_rsp_ready       1
fifo_rsp_valid      1
[metal layers]
layer | track usage, % | routed length, µm | vias to the layer above
met5 | 3.21 | 451 | -
met4 | 2.79 | 2300 | 30
met3 | 9.65 | 13300 | 170
met2 | 21.6 | 46100 | 1046
met1 | 15.8 | 32300 | 10000
li1 | - | - | 8680
Power figures rest on the tool's default switching activity, not on a simulated workload.
