### ./config.mk
export PLATFORM = sky130hd
export DESIGN_NAME = dwc_cmd0
export DESIGN_NICKNAME = dwc_cmd0
export VERILOG_FILES = /design/flow/design.v
export SDC_FILE = /design/flow/constraint.sdc
export NUM_CORES = 4
export LEC_CHECK = 1
export CORE_UTILIZATION = 50
export SYNTH_HDL_FRONTEND = slang
### ./constraint.sdc
current_design dwc_cmd0

set clk_period 6.8
set clk_io_pct 0.2

create_clock -name clk0 -period $clk_period [get_ports {clk}]

set non_clock_inputs [all_inputs -no_clocks]
set_input_delay [expr $clk_period * $clk_io_pct] -clock clk0 $non_clock_inputs
set_output_delay [expr $clk_period * $clk_io_pct] -clock clk0 [all_outputs]
### ./design.v
module dwc_cmd0 #(
    parameter unsigned INPUT_DATA_WIDTH = 32,
    parameter unsigned OUTPUT_DATA_WIDTH = 128,
    parameter unsigned CMD_WORD_NUMBER  = OUTPUT_DATA_WIDTH / INPUT_DATA_WIDTH
) (
    input  logic clk,
    input  logic rst_n,
    input  logic fifo_cmd_valid,
    output logic fifo_cmd_ready,
    input  logic [INPUT_DATA_WIDTH-1:0] fifo_cmd_wdata,
    output logic dwc_cmd_valid,
    input  logic dwc_cmd_ready,
    output logic [OUTPUT_DATA_WIDTH-1:0] dwc_cmd_wdata,
    output logic [1:0] state
);
logic send_en;
localparam int WORD_COUNT_WIDTH = (CMD_WORD_NUMBER > 1) ? $clog2(CMD_WORD_NUMBER) : 1;
typedef enum logic [1:0] {
    PACK   = 2'b00,
    BYPASS = 2'b01,
    SEND   = 2'b10
} State;
State current_state, next_state;
logic [OUTPUT_DATA_WIDTH-1:0] data_buf;
logic [WORD_COUNT_WIDTH:0] word_count;
always_comb begin
    case (current_state)
        PACK: begin
            if (word_count == CMD_WORD_NUMBER) next_state = SEND;
            else next_state = PACK;
        end
        BYPASS: begin
            if (fifo_cmd_valid && fifo_cmd_ready) next_state = SEND;
            else next_state = BYPASS;
        end
        SEND: begin
            if (dwc_cmd_ready) next_state = (CMD_WORD_NUMBER == 1) ? BYPASS : PACK;
            else next_state = SEND;
        end
        default: next_state = PACK;
    endcase
end
always_ff @(posedge clk or negedge rst_n) begin
    if (!rst_n) current_state <= (CMD_WORD_NUMBER == 1) ? BYPASS : PACK;
    else current_state <= next_state;
end
always_ff @(posedge clk or negedge rst_n) begin
    if (!rst_n) begin
        fifo_cmd_ready <= 0;
        dwc_cmd_valid  <= 0;
        dwc_cmd_wdata  <= 0;
        data_buf       <= 0;
        word_count     <= 0;
        state          <= 0;
        send_en <= 0;
    end else begin
        fifo_cmd_ready <= 0;  
        dwc_cmd_valid  <= 0;
        state          <= current_state;
        case (current_state)
        PACK: begin
            if (fifo_cmd_valid) fifo_cmd_ready <= 1;
            if (fifo_cmd_valid && fifo_cmd_ready) begin
                data_buf[word_count * INPUT_DATA_WIDTH +: INPUT_DATA_WIDTH] <= fifo_cmd_wdata;
                word_count <= word_count + 1;
                send_en <= 1;
            end
        end
        BYPASS: begin
            if (fifo_cmd_valid) fifo_cmd_ready <= 1;
            if (fifo_cmd_valid && fifo_cmd_ready) begin
                data_buf <= fifo_cmd_wdata;
                send_en <= 1;
            end
        end
        SEND: begin
            if (send_en) begin
                dwc_cmd_valid <= 1;
                dwc_cmd_wdata <= data_buf;
                word_count <= 0;
            end
            if (dwc_cmd_ready) begin
                dwc_cmd_valid <= 0;
                send_en <= 0;
            end
        end
        endcase
    end
end
endmodule
### ./run.sh
#!/bin/bash
# OpenROAD 26Q1-2900-gdf79404cd8, Yosys 0.63+post, stock flow scripts
make -C /OpenROAD-flow-scripts/flow DESIGN_CONFIG=/design/flow/config.mk WORK_HOME=/design/flow/orfs finish
==> flow_summary.html <==
<h3>Run summary</h3>
<table>
<tr><th>Metric</th><th>Value</th></tr>
<tr><th colspan="2">STA</th></tr>
<tr><td>Post-layout worst setup margin</td><td>roughly 3.0 ns</td></tr>
<tr><td>Setup violations, final</td><td>0</td></tr>
<tr><td>Headroom to the max-slew limit</td><td>approximately a third</td></tr>
<tr><td>Maximum clock frequency</td><td>262.0 MHz</td></tr>
<tr><td>Period utilisation layout</td><td>56.12%</td></tr>
<tr><td>Worst slew pin tran</td><td>0.9753 ns</td></tr>
<tr><td>Min cycle time layout</td><td>around 3.8 ns</td></tr>
<tr><td>Unrepaired setup endpoints after global routing</td><td>false</td></tr>
<tr><td>Final Skew</td><td>approximately 0.013 ns</td></tr>
<tr><td>Worst hold slack</td><td>~0.5 ns</td></tr>
<tr><td>Number of slew-limit violations in the final report</td><td>0</td></tr>
<tr><td>Total negative slack for setup checks</td><td>0 ns</td></tr>
<tr><td>Fin. Hold Viols</td><td>0</td></tr>
<tr><th colspan="2">Power</th></tr>
<tr><td>Combinational power share</td><td>31.5%</td></tr>
<tr><td>Fraction of power consumed by sequential logic</td><td>a little over two fifths</td></tr>
<tr><td>Tot Pwr</td><td>approximately 0.0056 W</td></tr>
<tr><td>Leakage power figure</td><td>roughly 6 nW</td></tr>
<tr><td>Fraction of power consumed by the clock network</td><td>approximately a quarter</td></tr>
<tr><td>Switching part of the total</td><td>28.18%</td></tr>
<tr><td>Net Switching</td><td>about 0.0016 W</td></tr>
<tr><td>Ratio of total power to cell area</td><td>slightly above 400 mW/mm2</td></tr>
<tr><td>Peak supply drop</td><td>about 0.00044 V</td></tr>
<tr><td>Cell internal power dissipation</td><td>0.004028 W</td></tr>
<tr><th colspan="2">Die</th></tr>
<tr><td>Area of the core</td><td>roughly 0.021 mm2</td></tr>
<tr><td>Vertical extent of the die</td><td>approximately 150 um</td></tr>
<tr><td>Starting utilization of the core area</td><td>between 50% and 60%</td></tr>
<tr><td>Die outline area</td><td>0.02243 mm2</td></tr>
<tr><td>Number of rows in the core area</td><td>53</td></tr>
<tr><td>IO Count</td><td>about 170</td></tr>
<tr><td>Die Width</td><td>~150 um</td></tr>
<tr><th colspan="2">Placement</th></tr>
<tr><td>I/O Buffers</td><td>between 150 and 200</td></tr>
<tr><td>Placement-stage worst setup slack</td><td>roughly 2.5 ns</td></tr>
<tr><td>HPWL reported at the end of detailed placement</td><td>15020 um</td></tr>
<tr><td>Final RePlAce weighted congestion</td><td>0.8022</td></tr>
<tr><td>Cell area after placement</td><td>between 0.01 and 0.015 mm2</td></tr>
<tr><th colspan="2">Critical path</th></tr>
<tr><td>Kind of end point of the critical path</td><td>flop</td></tr>
<tr><td>Reg-to-Reg End</td><td>data_buf[94]</td></tr>
<tr><td>Startpoint of the most critical register-to-register path</td><td>current_state[1]</td></tr>
<tr><td>Critical path start-end classification</td><td>in -&gt; reg</td></tr>
<tr><td>Critical Path Fanout Max</td><td>around 42</td></tr>
<tr><td>Required time of the critical path</td><td>7.22 ns</td></tr>
<tr><td>CP Launch Type</td><td>input port</td></tr>
<tr><td>Cell count of the worst reg-to-reg path</td><td>4</td></tr>
<tr><td>Arrival time of data at the critical path endpoint</td><td>4.24 ns</td></tr>
<tr><td>Worst reg-to-reg setup slack</td><td>3.86 ns</td></tr>
<tr><th colspan="2">Synthesis</th></tr>
<tr><td>Number of standard cells reported by yosys</td><td>around 790</td></tr>
<tr><td>Number of standard cells after synthesis</td><td>a little under 800</td></tr>
<tr><td>Synthesized chip area reported by yosys</td><td>about 0.011 mm2</td></tr>
<tr><td>Per-instance average area after synthesis</td><td>roughly 14 um2</td></tr>
<tr><td>Ys flops</td><td>266</td></tr>
<tr><td>Netlist area before placement</td><td>approximately 0.011 mm2</td></tr>
<tr><td>Seq share, synth</td><td>between 60% and 70%</td></tr>
<tr><td>Unique cell types</td><td>36</td></tr>
<tr><td>Yosys warning tally</td><td>0</td></tr>
<tr><th colspan="2">Routing</th></tr>
<tr><td>Number of violations reported at the end of detailed-routing iteration 0</td><td>between 300 and 400</td></tr>
<tr><td>Overall routed net length</td><td>around 25000 um</td></tr>
<tr><td>Number of nets with antenna violations after routing</td><td>0</td></tr>
<tr><td>Via-to-Cell Ratio</td><td>approximately 5.7</td></tr>
<tr><td>DR pass1 iterations</td><td>4</td></tr>
<tr><td>Routed wirelength normalized by instance count</td><td>approximately 20 um</td></tr>
<tr><td>Total number of vias</td><td>around 7000</td></tr>
<tr><td>Final routed DRC violation total</td><td>0</td></tr>
<tr><td>Antenna cells</td><td>0</td></tr>
<tr><th colspan="2">Clocking</th></tr>
<tr><td>H-tree levels</td><td>1</td></tr>
<tr><td>Clock tree from TritonCTS</td><td>done</td></tr>
<tr><td>Root buffer cell</td><td>clkbuf_16</td></tr>
<tr><td>TritonCTS Buffers</td><td>27</td></tr>
<tr><td>Number of sinks handled by clock tree synthesis</td><td>266</td></tr>
<tr><td>Buffers inserted during post-CTS setup optimization</td><td>0</td></tr>
<tr><td>CTS max path bufs</td><td>3</td></tr>
<tr><td>Clock Latency Late Sink</td><td>between 0.5 and 0.6 ns</td></tr>
<tr><td>Number of buffers inserted by hold repair at cts</td><td>0</td></tr>
<tr><td>Number of instances resized during post-cts repair</td><td>0</td></tr>
<tr><td>Clock transition at the registers of the reported paths</td><td>about 0.060 ns</td></tr>
<tr><th colspan="2">Worst hold path</th></tr>
<tr><td>Worst Hold Class</td><td>reg -&gt; reg</td></tr>
<tr><td>Min-delay src</td><td>data_buf[62]</td></tr>
<tr><td>Cell depth of the worst hold path</td><td>1</td></tr>
<tr><td>Endpoint of the worst hold-timing path</td><td>data_buf[62]</td></tr>
<tr><th colspan="2">Run</th></tr>
<tr><td>Tool warnings</td><td>35</td></tr>
<tr><td>Max-cap violations</td><td>0</td></tr>
<tr><th colspan="2">Finish</th></tr>
<tr><td>Count of fill cells added during filler insertion</td><td>roughly 1500</td></tr>
<tr><td>Register cell area after layout</td><td>0.006658 mm2</td></tr>
<tr><td>Share of layout cells above drive strength 1</td><td>about a fifth</td></tr>
<tr><td>Multi-input gate area</td><td>approximately 0.0040 mm2</td></tr>
<tr><td>Synthesis-to-layout area growth</td><td>24.85%</td></tr>
<tr><td>Post-layout instance area</td><td>approximately 0.014 mm2</td></tr>
<tr><th colspan="2">Global routing</th></tr>
<tr><td>Grt ovf</td><td>0</td></tr>
<tr><td>Maximum number of pins on one net before global-route repair</td><td>118</td></tr>
<tr><td>Global-route wire length before repair</td><td>roughly 40000 um</td></tr>
<tr><td>Antenna violations before repair</td><td>0</td></tr>
<tr><td>Vias in the first global route</td><td>between 7000 and 8000</td></tr>
<tr><td>Overall fraction of global-route tracks in use</td><td>roughly 24%</td></tr>
<tr><th colspan="2">Run status</th></tr>
<tr><td>Run status</td><td>complete, no violations</td></tr>
</table>
cell type report:
cell class	count	share of cell area (%)
clock buffer	40	5.681
inverter	4	0.1101
clock inverter	8	0.5139
multi-input combinational	463	29.03
sequential	266	48.83
tap	275	2.524
timing repair buffer	182	13.31
sequential cells by signal (all words and copies together), names as in the netlist:
| signal | flops |
|---|---|
| data_buf | 128 |
| send_en | 1 |
| word_count | 3 |
| state | 2 |
| fifo_cmd_ready | 1 |
| current_state | 2 |
| dwc_cmd_wdata | 128 |
| dwc_cmd_valid | 1 |
layer usage:
metal	wire (um)	global-route usage, %	vias up
li1	-	-	3208
met1	11590	41.91	3555
met2	10890	34.21	213
met3	1801	5.528	35
met4	438	3.788	0
met5	0	0	-
through the flow:
stage	cells	util (%)
finish	1238	64.25
global route	1238	64.25
CTS	1238	64.25
detailed placement	1190	60.27
global placement	1190	60.27
floorplan	793	-
worst max-delay path: stages:
cell and delay (ns):
clkdlybuf4s50_1 0.59, and3b_4 0.69, buf_4 0.47, nand2_2 0.58
mux2_2 0.47
synthesized netlist by cell type:
cell | count | share of area (%)
dfrtp_1 | 266 | 61
and2b_4 | 1 | 0.092
o21ai_0 | 4 | 0.18
nor4b_1 | 1 | 0.080
nand3_1 | 32 | 1.5
a22o_1 | 95 | 7.6
mux2i_1 | 34 | 3.1
ha_1 | 7 | 0.80
nand2_1 | 9 | 0.31
nor4_2 | 1 | 0.11
nor4_4 | 2 | 0.39
buf_1 | 3 | 0.10
o21ai_1 | 30 | 1.4
nand3b_1 | 3 | 0.21
or4b_4 | 1 | 0.13
and2_1 | 32 | 1.8
mux2_2 | 129 | 13
buf_6 | 7 | 0.72
a31oi_1 | 1 | 0.057
and3b_1 | 1 | 0.080
a21o_1 | 3 | 0.21
or2b_1 | 1 | 0.069
nand3b_4 | 1 | 0.18
o22ai_1 | 1 | 0.057
nor2_1 | 3 | 0.10
nor4b_2 | 1 | 0.14
a21boi_0 | 1 | 0.069
buf_2 | 32 | 1.5
nor2b_1 | 34 | 1.9
nand2b_1 | 1 | 0.057
nand4b_1 | 1 | 0.080
nand4_1 | 32 | 1.8
clkbuf_1 | 17 | 0.58
inv_1 | 4 | 0.14
buf_4 | 1 | 0.069
or2_2 | 1 | 0.057
placed cells by master (no fill, tap or decap), types with 2 or more instances in the layout:
cell / Yosys / final
buf_4: 1 / 13
clkdlybuf4s50_1: 0 / 166
nor2_1: 3 / 2
o21ai_1: 30 / 30
and2_1: 32 / 32
clkbuf_1: 17 / 8
nand4_1: 32 / 32
o21ai_0: 4 / 4
nand3_1: 32 / 32
clkinv_2: 0 / 5
dfrtp_1: 266 / 265
ha_1: 7 / 7
nor4_4: 2 / 3
nand2_1: 9 / 8
clkbuf_16: 0 / 27
buf_12: 0 / 2
nand3b_1: 3 / 3
nor2b_1: 34 / 34
mux2_2: 129 / 129
mux2i_1: 34 / 34
inv_1: 4 / 4
a21o_1: 3 / 3
clkinvlp_4: 0 / 2
clkbuf_8: 0 / 5
a22o_1: 95 / 95
power groups by stage:
stage / sequential (W) / combinational (W) / clock, W
after CTS: 0.00243 / 0.00179 / 0.00145
after global routing: 0.00250 / 0.00194 / 0.00151
final: 0.00243 / 0.00177 / 0.00142
logic make-up after synthesis:
kind of cell | count (synthesis) | synth area share, %
adders and majority gates | 7 | 0.8021
buffers and inverters | 64 | 3.082
muxes | 163 | 16.42
and+or+nand+nor | 158 | 9.167
DFF | 266 | 60.96
AOI/OAI and AO/OA | 135 | 9.568
worst max-delay path by stage:
| stage | start | end |
|---|---|---|
| 5_1_grt | fifo_cmd_valid | data_buf[94] |
| 6_report | fifo_cmd_valid | data_buf[94] |
| 4_1_cts | fifo_cmd_valid | data_buf[94] |
Power figures rest on the tool's default switching activity, not on a simulated workload.
